**constraint.sdc**
```tcl
current_design AUL

set clk_period 8.6
set clk_io_pct 0.2

create_clock -name clk0 -period $clk_period [get_ports {clk}]

set non_clock_inputs [all_inputs -no_clocks]
set_input_delay [expr $clk_period * $clk_io_pct] -clock clk0 $non_clock_inputs
set_output_delay [expr $clk_period * $clk_io_pct] -clock clk0 [all_outputs]
```
**design.v**
```verilog
module genral_purpose_reg(D, clk, enable, Q);
	parameter D_width = 16 ;
	input [D_width-1:0] D;
	input clk, enable;
	output reg [D_width-1:0] Q;
   always @(posedge clk) 
   begin
   if (enable)
		Q <= D;
   end
endmodule
module tri_buf(a, b, enable);
   parameter a_width = 8 ;
   input [a_width - 1:0] a;
   output reg [a_width - 1:0] b;
   input enable;
   always @ (enable, a) begin
   if (enable)
        b = a;
   else 
        b = {a_width {1'bz}};
   end
endmodule
module ALU_mode_decoder(
	input [2-1:0] ALU_mode,
	output reg Addsub, output_select);
	always @(ALU_mode) begin
		case(ALU_mode)
		2'b00: begin Addsub = 1'b0; output_select = 1'b0; end
		2'b01: begin Addsub = 1'b1; output_select = 1'b0; end
		2'b10: begin Addsub = 1'bx; output_select = 1'b1; end
		default: begin Addsub = 1'bx; output_select = 1'bx; end
		endcase
	end
endmodule
module ALU_output_MUX
	#(parameter input_size = 16)
	(input [input_size-1:0] Adder_in, Xor_in,
	input output_select,
	output [input_size-1:0] out);
	assign out = output_select ? Xor_in : Adder_in;
endmodule
module nbits_fulladder(a, b, c_in, c_out, sum);
	parameter N = 8;
	input [N-1:0] a, b;
	input c_in;
	output reg c_out;
	output reg [N-1:0] sum;
	always@(a or b or c_in) begin
	{c_out, sum} = a + b + c_in;
	end
endmodule
module AUL(a, b, ALU_mode, clk, ain, gin, gout, ALUout);
	parameter N = 16;	 
   input [N-1:0] a, b;
	input [2-1:0] ALU_mode;
   input clk, ain, gin, gout;
	output [N-1:0] ALUout;
   wire [N-1:0] inverted_b, bout, sum, aout, Gout_to_tri, Xored, output_to_G;
	wire addsub, output_select;
	genral_purpose_reg #(.D_width(N)) A(a, clk, ain, aout);	 
	ALU_mode_decoder ModeDecoder(ALU_mode, addsub, output_select);
	nbits_fulladder #(.N(N)) nfa(aout, bout, addsub, c_out, sum);
	ALU_output_MUX #(.input_size(N)) OutMux(.Adder_in(sum), .Xor_in(Xored),
												.output_select(output_select), .out(output_to_G));
	genral_purpose_reg #(.D_width(N)) G(output_to_G, clk, gin, Gout_to_tri);
	tri_buf #(.a_width(N)) G_tb(Gout_to_tri, ALUout, gout);
	assign inverted_b = ~b;
   assign bout = addsub ? inverted_b : b;
	assign Xored = aout ^ b;
endmodule
```
**run.sh**
```bash
#!/bin/bash
# OpenROAD 26Q1-2900-gdf79404cd8, Yosys 0.63+post, stock flow scripts
make -C /OpenROAD-flow-scripts/flow DESIGN_CONFIG=/design/flow/config.mk WORK_HOME=/design/flow/orfs finish
```
**config.mk**
```make
export PLATFORM = sky130hd
export DESIGN_NAME = AUL
export DESIGN_NICKNAME = AUL
export VERILOG_FILES = /design/flow/design.v
export SDC_FILE = /design/flow/constraint.sdc
export NUM_CORES = 4
export LEC_CHECK = 1
export CORE_UTILIZATION = 30
```
==> impl_metrics.py <==
# Generated from Yosys and OpenROAD reports
metrics = {
    "run_status": {
        "status": "finished clean",
    },
    "final_timing": {
        "slew_violations": 0,
        "fmax_mhz": 209,
        "whs_ns": 0.642,
        "finalCritPeriodShare": 0.556,
        "timing.final.crit_period_ns": 4.79,
        "finalSetupViolations": 0,
        "finalSetupTns_ns": 0,
        "slew_headroom": 0.481,
        "fin_skew_ns": 0.00593,
        "grt_setup_unrepaired": "false",
        "hold_viol": 0,
        "timing.final.ws_setup_ns": 3.81,
        "tightest_slew_ns": 0.776,
    },
    "synth": {
        "ys_warn_count": 6,
        "synth_cell_type_count": 40,
        "synthTopCellsByArea": "edfxtp_1 (44%), xnor2_1 (9.2%), ha_1 (9.1%)",
        "synth_area_per_cell_um2": 10.7,
        "netlist_area_um2": 2200,
        "ys_ff": 32,
        "ys_seq_frac": 0.438,
        "synthCells": 205,
        "yosys_area_um2": 2200,
        "ys_cells": 205,
        "top_area_frac": 0.438,
        "synth_top_cell_by_area": "edfxtp_1",
    },
    "clock_network": {
        "h-tree-depth": 2,
        "cts_setup_buffers": 0,
        "ctsResizeCount": 0,
        "clock-sinks": 32,
        "cts_hold_buf": 0,
        "cts_tree": "yes",
        "numCtsBuffers": 5,
        "clk_pin_slew_ns": 0.07,
        "clock_latency_ns": 0.28,
        "cts-root-buf": "clkbuf_8",
        "clockBufferDepth": 2,
    },
    "detailed_routing": {
        "antenna_left": 0,
        "wl_per_cell_um": 12.5,
        "routed_wl_um": 4470,
        "vias": 1638,
        "drt_iter0_markers": 60,
        "routed_via_density": 4.56,
        "drt-pass1-iter-count": 4,
        "diodes": 0,
        "drc": 0,
    },
    "final_layout": {
        "design_area_um2": 2940,
        "drive_gt1_frac": 0.0608,
        "fin_cells": 359,
        "flop_area_um2": 961,
        "synthToLayoutAreaGrowth_pct": 34.0,
        "fillers": 670,
        "combGateArea_um2": 1210,
    },
    "global_route": {
        "grt_max_degree": 28,
        "track_usage": 0.133,
        "grt_pass1_wl_um": 7670,
        "overflow": 0,
        "grt_pass1_vias": 1623,
        "antenna_found_initial": 0,
    },
    "power_and_ir_drop": {
        "vdd_drop_max_uv": 78.8,
        "p_leak_nw": 1.09,
        "p_sw_uw": 147,
        "internal_power_uw": 381,
        "clkPwrFrac": 0.269,
        "p_per_area_nw_per_um2": 180,
        "pwr-share-seq": 0.393,
        "combPwrFrac": 0.338,
        "switching_share": 0.279,
    },
    "hold_path": {
        "hp-start": "A.Q[0]$_DFFE_PP_",
        "hold_class": "flip-flop to flip-flop",
        "holdPathStages": 1,
        "hold_end": "G.Q[0]$_DFFE_PP_",
    },
    "floorplanning": {
        "rows": 30,
        "fp.coreArea_um2": 6940,
        "die_area_um2": 7670,
        "io_pins": 54,
        "chipHeight_um": 87.6,
        "dieWidth_um": 87.6,
        "fp_util": 0.316,
    },
    "place": {
        "preCtsSetupSlack_ns": 3.49,
        "place_area_um2": 2830,
        "dp_hpwl_um": 3400,
        "numPlacedInstances": 351,
        "gp_congestion": 0.871,
        "port_buffers": 52,
    },
    "critical_path": {
        "critical_path_arrival_ns": 4.81,
        "cpPeakStageDelay_ns": 0.56,
        "critical_path_class": "input port to flip-flop",
        "cp-startpoint": "ALU_mode[1]",
        "crit_path_start_kind": "input port",
        "regToRegEndpoint": "G.Q[14]$_DFFE_PP_",
        "reg2reg_from": "A.Q[0]$_DFFE_PP_",
        "crit_family": "AND-OR/OR-AND gates",
        "worstRegToRegCells": 9,
        "crit_slowest_cell": "clkdlybuf4s50_1",
        "crit_required_ns": 8.62,
        "critPathCaptureType": "flip-flop",
        "regToRegSetupSlack_ns": 6.11,
        "critPathMaxFanout": 11,
        "crit_chain": "clkdlybuf4s50_1, nand2b_1, buf_4, xnor2_1, ha_1, a21o_1, a31oi_2, nor2_1, a221o_1, a2111oi_2, nand4_1",
        "critPathBufInv": 2,
    },
    "job": {
        "warnings": 28,
        "maxCapViolCount": 0,
    },
}
## metal layers
layer	wire (µm)	global-route usage	share of wire
met1	2250	0.216	0.50
met2	1940	0.202	0.43
met3	253	0.0229	0.057
met4	34	0.0149	0.0076
met5	0	0	0
## cell usage in the layout (no fill, tap or decap), drive strengths merged, types with 3 or more instances in the layout
| cell | synthesis | routed |
|---|---|---|
| a21o | 6 | 6 |
| nand2b | 3 | 3 |
| inv | 3 | 3 |
| a21oi | 11 | 11 |
| clkbuf | 2 | 6 |
| o21ai | 19 | 19 |
| edfxtp | 32 | 32 |
| nand2 | 21 | 21 |
| xor2 | 21 | 21 |
| xnor2 | 23 | 23 |
| nand3 | 9 | 9 |
| nor2 | 10 | 10 |
| ha | 16 | 16 |
| clkdlybuf4s50 | 0 | 52 |
## registers in the layout, summed over array words and instances (netlist names)
signal / cells
A.Q: 16
G.Q: 16
## synthesized netlist by cell type (all sizes together)
cell and n:
nand2 21, o21ai 19, and4 1, a31oi 2, a41oi 1, nor2 10
xor2 21, nor3 1, or4 1, o211ai 2, and3 2, edfxtp 32
nor4 1, clkbuf 2, a211o 1, a221o 1, o21a 1, mux2i 1
nand4 2, fa 1, buf 2, ha 16, and2 2, a21o 6
a2111oi 2, a22oi 1, nand2b 3, or3b 1, a21oi 11, xnor2 23
a211oi 2, nand3 9, a32oi 1, inv 3
## power groups by stage
stage                 logic [mW]  clock network (mW)  registers, mW
final                      0.179               0.142          0.208
after global routing       0.201               0.155          0.210
after CTS                  0.179               0.148          0.208
## per-stage QoR
| stage | power (mW) | util |
|---|---|---|
| after floorplan | 0.317 | - |
| after global placement | 0.389 | 0.408 |
| after detailed placement | 0.390 | 0.408 |
| after CTS | 0.535 | 0.424 |
| after global routing | 0.566 | 0.424 |
| final | 0.529 | 0.424 |
## layout make-up
type / instances / share of cell area
multi-input cells: 166 / 0.410
inverters: 3 / 0.00383
clock buffers: 6 / 0.0247
flip-flops and latches: 32 / 0.327
clock inverters: 2 / 0.0119
well taps: 96 / 0.0408
repair buffers: 54 / 0.182
## worst max-delay path by stage
stage              endpoint  slack [ns]  cells past startpoint
4_1_cts   G.Q[15]$_DFFE_PP_        3.77                     11
5_1_grt   G.Q[15]$_DFFE_PP_        3.62                     11
6_report  G.Q[15]$_DFFE_PP_        3.81                     11
## kinds of logic after synthesis
| kind of cell | after synthesis | share of synthesized area |
|---|---|---|
| AND-OR/OR-AND | 50 | 0.152 |
| XOR/XNOR | 44 | 0.175 |
| adder cells (fa/ha/maj) | 17 | 0.100 |
| buffers and inverters | 7 | 0.0131 |
| flip-flops | 32 | 0.438 |
| multiplexers | 1 | 0.00456 |
| AND/OR/NAND/NOR | 54 | 0.117 |
No activity file was given, so power comes from the tool's default toggle rates.
