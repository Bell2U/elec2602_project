## flow/config.mk

```make
export PLATFORM = sky130hd
export DESIGN_NAME = control_circuit
export DESIGN_NICKNAME = control_circuit
export VERILOG_FILES = /design/flow/design.v
export SDC_FILE = /design/flow/constraint.sdc
export NUM_CORES = 4
export LEC_CHECK = 1
export CORE_UTILIZATION = 40
```

## flow/design.v

```verilog
module Next_state(instruction, curr, next);
	input [3-1:0] instruction;
	input [5-1:0] curr;
	output reg [5-1:0] next;
	always @(instruction, curr) begin
		casex({curr, instruction})
		{5'b00000, 3'b000}: next = 5'b00001;
		{5'b00001, {3{1'b?}}}: next = 5'b01001;	 
		{5'b01001, {3{1'b?}}}: next = 5'b00000;
		{5'b00000, 3'b001}: next = 5'b00010;
		{5'b00010, {3{1'b?}}}: next = 5'b00000;
		{5'b00000, 3'b010}: next = 5'b00011;
		{5'b00011, {3{1'b?}}}: next = 5'b00100;
		{5'b00100, {3{1'b?}}}: next = 5'b00101;
		{5'b00101, {3{1'b?}}}: next = 5'b00000;
		{5'b00000, 3'b011}: next = 5'b00110;
		{5'b00110, {3{1'b?}}}: next = 5'b00111;
		{5'b00111, {3{1'b?}}}: next = 5'b01000;
		{5'b01000, {3{1'b?}}}: next = 5'b00000;
		{5'b00000, 3'b100}: next = 5'b01010;
		{5'b01010, {3{1'b?}}}: next = 5'b01011;
		{5'b01011, {3{1'b?}}}: next = 5'b01100;
		{5'b01100, {3{1'b?}}}: next = 5'b00000;
		{5'b00000, 3'b101}: next = 5'b01101;
		{5'b01101, {3{1'b?}}}: next = 5'b01110;
		{5'b01110, {3{1'b?}}}: next = 5'b00000;
		{5'b00000, 3'b110}: next = 5'b01111;
		{5'b01111, {3{1'b?}}}: next = 5'b00000;
		{5'b00000, 3'b111}: next = 5'b10000;
		{5'b10000, {3{1'b?}}}: next = 5'b00000;
		default: next = 5'b00000;
		endcase
	end
endmodule
module current_state_register(next, clk, reset, curr);
	input [5-1:0] next;
	input clk, reset;
	output reg [5-1:0] curr;
	always @(posedge clk, posedge reset) begin
		if (reset)
			curr <= 5'b00000;
		else
			curr <= next;
	end
endmodule
module last_state_output_register #(parameter num_of_reg = 16) (curr_Rinout, clk, reset, last_Rinout);
	input [num_of_reg-1:0] curr_Rinout;
	input clk, reset;
	output reg [num_of_reg-1:0] last_Rinout;
	always @(posedge clk) begin
		if (reset)
			last_Rinout <= {num_of_reg{1'b0}};
		else
			last_Rinout <= curr_Rinout;
	end
endmodule
module output_control_signal
	#(parameter num_of_reg = 16)
	(input [13-1 : 0] operand,
	 input [5-1:0] curr,
	 input [num_of_reg-1:0] last_Rxinout, last_Ryinout,
	 input [8-1:0] last_mem_addr,
	 output reg [num_of_reg-1:0] Rin, Rout,
	 output reg [2-1:0] ALU_mode,
	 output reg ALU_a_in, ALU_g_in, ALU_g_out, Done, External_load, PC_in, PC_out, RAM_wren,
	 output reg [num_of_reg-1:0] Rxinout, Ryinout,
	 output reg [8-1:0] mem_addr);
	localparam reg_encoding_bits = 4;
	localparam r0 = 'b0000,  r1 = 'b0001,  r2 = 'b0010,  r3 = 'b0011,
				  r4 = 'b0100,  r5 = 'b0101,  r6 = 'b0110,  r7 = 'b0111,
				  r8 = 'b1000,  r9 = 'b1001,  r10 = 'b1010, r11 = 'b1011,
				  r12 = 'b1100, r13 = 'b1101, r14 = 'b1110, r15 = 'b1111;
	wire [reg_encoding_bits-1:0] op1, op2, op3;
	reg [num_of_reg-1:0] Rzinout;
	wire [8-1:0] curr_mem_addr;
	assign op1 = operand[13-1:13 - reg_encoding_bits];
	assign op2 = operand[13 - reg_encoding_bits - 1 : 13 - 2*reg_encoding_bits];
	assign op3 = operand[13 - 2*reg_encoding_bits - 1 : 13 - 3*reg_encoding_bits];
	assign curr_mem_addr = {op1, op2};
	always @(op1) begin
		case(op1)
		r0:  Rxinout = 'b0000_0000_0000_0001;
		r1:  Rxinout = 'b0000_0000_0000_0010;
		r2:  Rxinout = 'b0000_0000_0000_0100;
		r3:  Rxinout = 'b0000_0000_0000_1000;
		r4:  Rxinout = 'b0000_0000_0001_0000;
		r5:  Rxinout = 'b0000_0000_0010_0000;
		r6:  Rxinout = 'b0000_0000_0100_0000;
		r7:  Rxinout = 'b0000_0000_1000_0000;
		r8:  Rxinout = 'b0000_0001_0000_0000;
		r9:  Rxinout = 'b0000_0010_0000_0000;
		r10: Rxinout = 'b0000_0100_0000_0000;
		r11: Rxinout = 'b0000_1000_0000_0000;
		r12: Rxinout = 'b0001_0000_0000_0000;
		r13: Rxinout = 'b0010_0000_0000_0000;
		r14: Rxinout = 'b0100_0000_0000_0000;
		r15: Rxinout = 'b1000_0000_0000_0000;
		default: Rxinout = 'b0000_0000_0000_0000;
		endcase
	end
	always @(op2) begin
		case(op2)
		r0:  Ryinout = 'b0000_0000_0000_0001;
		r1:  Ryinout = 'b0000_0000_0000_0010;
		r2:  Ryinout = 'b0000_0000_0000_0100;
		r3:  Ryinout = 'b0000_0000_0000_1000;
		r4:  Ryinout = 'b0000_0000_0001_0000;
		r5:  Ryinout = 'b0000_0000_0010_0000;
		r6:  Ryinout = 'b0000_0000_0100_0000;
		r7:  Ryinout = 'b0000_0000_1000_0000;
		r8:  Ryinout = 'b0000_0001_0000_0000;
		r9:  Ryinout = 'b0000_0010_0000_0000;
		r10: Ryinout = 'b0000_0100_0000_0000;
		r11: Ryinout = 'b0000_1000_0000_0000;
		r12: Ryinout = 'b0001_0000_0000_0000;
		r13: Ryinout = 'b0010_0000_0000_0000;
		r14: Ryinout = 'b0100_0000_0000_0000;
		r15: Ryinout = 'b1000_0000_0000_0000;
		default: Ryinout = 'b0000_0000_0000_0000;
		endcase
	end
	always @(op3) begin
		case(op3)
		r0:  Rzinout = 'b0000_0000_0000_0001;
		r1:  Rzinout = 'b0000_0000_0000_0010;
		r2:  Rzinout = 'b0000_0000_0000_0100;
		r3:  Rzinout = 'b0000_0000_0000_1000;
		r4:  Rzinout = 'b0000_0000_0001_0000;
		r5:  Rzinout = 'b0000_0000_0010_0000;
		r6:  Rzinout = 'b0000_0000_0100_0000;
		r7:  Rzinout = 'b0000_0000_1000_0000;
		r8:  Rzinout = 'b0000_0001_0000_0000;
		r9:  Rzinout = 'b0000_0010_0000_0000;
		r10: Rzinout = 'b0000_0100_0000_0000;
		r11: Rzinout = 'b0000_1000_0000_0000;
		r12: Rzinout = 'b0001_0000_0000_0000;
		r13: Rzinout = 'b0010_0000_0000_0000;
		r14: Rzinout = 'b0100_0000_0000_0000;
		r15: Rzinout = 'b1000_0000_0000_0000;
		default: Rzinout = 'b0000_0000_0000_0000;
		endcase
	end
	always @(curr) begin
		casex(curr)
		5'b00000: begin 
			Rin <= {num_of_reg{1'b0}};
			Rout <= {num_of_reg{1'b0}}; 
			ALU_a_in <= 1'b0;
			ALU_g_in <= 1'b0;
			ALU_g_out <= 1'b0;
			Done <= 1'b0;
			External_load <= 1'b0;
			ALU_mode <= 2'bxx;
			PC_in <= 1'b0;
			PC_out <= 1'b0;
			RAM_wren <= 1'b0;
			mem_addr <= {8{1'bx}};
			end
		5'b00001: begin 
			Rin <= {num_of_reg{1'b0}};
			Rout <= {num_of_reg{1'b0}}; 
			ALU_a_in <= 1'b0;
			ALU_g_in <= 1'b0;
			ALU_g_out <= 1'b0;
			Done <= 1'b1;
			External_load <= 1'b0;
			ALU_mode <= 2'bxx;
			PC_in <= 1'b0;
			PC_out <= 1'b0;
			RAM_wren <= 1'b0;
			mem_addr <= {8{1'bx}};
			end
		5'b01001: begin 
			Rin <= last_Rxinout;
			Rout <= {num_of_reg{1'b0}};
			ALU_a_in <= 1'b0;
			ALU_g_in <= 1'b0;
			ALU_g_out <= 1'b0;
			Done <= 1'b1;
			External_load <= 1'b1;
			ALU_mode <= 2'bxx;
			PC_in <= 1'b0;
			PC_out <= 1'b0;
			RAM_wren <= 1'b0;
			mem_addr <= {8{1'bx}};
			end
		5'b00010: begin
			Rin <= Rxinout; 
			Rout <= Ryinout; 
			ALU_a_in <= 1'b0;
			ALU_g_in <= 1'b0;
			ALU_g_out <= 1'b0;
			Done <= 1'b1;
			External_load <= 1'b0;
			ALU_mode <= 2'bxx;
			PC_in <= 1'b0;
			PC_out <= 1'b0;
			RAM_wren <= 1'b0;
			mem_addr <= {8{1'bx}};
			end
		5'b00011: begin
			Rin <= {num_of_reg{1'b0}}; 
			Rout <= Rxinout; 
			ALU_a_in <= 1'b1;
			ALU_g_in <= 1'b0;
			ALU_g_out <= 1'b0;
			Done <= 1'b0;
			External_load <= 1'b0;
			ALU_mode <= 2'bxx;
			PC_in <= 1'b0;
			PC_out <= 1'b0;
			RAM_wren <= 1'b0;
			mem_addr <= {8{1'bx}};
			end
		5'b00100: begin
			Rin <= {num_of_reg{1'b0}}; 
			Rout <= Ryinout; 
			ALU_a_in <= 1'b0;
			ALU_g_in <= 1'b1;
			ALU_g_out <= 1'b0;
			Done <= 1'b0;
			External_load <= 1'b0;
			ALU_mode <= 2'b00;  
			PC_in <= 1'b0;
			PC_out <= 1'b0;
			RAM_wren <= 1'b0;
			mem_addr <= {8{1'bx}};
			end
		5'b00101: begin
			Rin <= Rxinout; 
			Rout <= {num_of_reg{1'b0}}; 
			ALU_a_in <= 1'b0;
			ALU_g_in <= 1'b0;
			ALU_g_out <= 1'b1;
			Done <= 1'b1;
			External_load <= 1'b0;
			ALU_mode <= 2'bxx;
			PC_in <= 1'b0;
			PC_out <= 1'b0;
			RAM_wren <= 1'b0;
			mem_addr <= {8{1'bx}};
			end
		5'b00110: begin
			Rin <= {num_of_reg{1'b0}}; 
			Rout <= Rxinout; 
			ALU_a_in <= 1'b1;
			ALU_g_in <= 1'b0;
			ALU_g_out <= 1'b0;
			Done <= 1'b0;
			External_load <= 1'b0;
			ALU_mode <= 2'bxx;
			PC_in <= 1'b0;
			PC_out <= 1'b0;
			RAM_wren <= 1'b0;
			mem_addr <= {8{1'bx}};
			end
		5'b00111: begin
			Rin <= {num_of_reg{1'b0}}; 
			Rout <= Ryinout; 
			ALU_a_in <= 1'b0;
			ALU_g_in <= 1'b1;
			ALU_g_out <= 1'b0;
			Done <= 1'b0;
			External_load <= 1'b0;
			ALU_mode <= 2'b01;  
			PC_in <= 1'b0;
			PC_out <= 1'b0;
			RAM_wren <= 1'b0;
			mem_addr <= {8{1'bx}};
			end
		5'b01000: begin
			Rin <= Rxinout; 
			Rout <= {num_of_reg{1'b0}}; 
			ALU_a_in <= 1'b0;
			ALU_g_in <= 1'b0;
			ALU_g_out <= 1'b1;
			Done <= 1'b1;
			External_load <= 1'b0;
			ALU_mode <= 2'bxx;
			PC_in <= 1'b0;
			PC_out <= 1'b0;
			RAM_wren <= 1'b0;
			mem_addr <= {8{1'bx}};
			end
		5'b01010: begin
			Rin <= {num_of_reg{1'b0}}; 
			Rout <= Rxinout; 
			ALU_a_in <= 1'b1;
			ALU_g_in <= 1'b0;
			ALU_g_out <= 1'b0;
			Done <= 1'b0;
			External_load <= 1'b0;
			ALU_mode <= 2'bxx;
			PC_in <= 1'b0;
			PC_out <= 1'b0;
			RAM_wren <= 1'b0;
			mem_addr <= {8{1'bx}};
			end
		5'b01011: begin
			Rin <= {num_of_reg{1'b0}}; 
			Rout <= Ryinout; 
			ALU_a_in <= 1'b0;
			ALU_g_in <= 1'b1;
			ALU_g_out <= 1'b0;
			Done <= 1'b0;
			External_load <= 1'b0;
			ALU_mode <= 2'b10;  
			PC_in <= 1'b0;
			PC_out <= 1'b0;
			RAM_wren <= 1'b0;
			mem_addr <= {8{1'bx}};
			end
		5'b01100: begin
			Rin <= Rxinout; 
			Rout <= {num_of_reg{1'b0}}; 
			ALU_a_in <= 1'b0;
			ALU_g_in <= 1'b0;
			ALU_g_out <= 1'b1;
			Done <= 1'b1;
			External_load <= 1'b0;
			ALU_mode <= 2'bxx;
			PC_in <= 1'b0;
			PC_out <= 1'b0;
			RAM_wren <= 1'b0;
			mem_addr <= {8{1'bx}};
			end
		5'b01101: begin 
			Rin <= {num_of_reg{1'b0}};
			Rout <= {num_of_reg{1'b0}}; 
			ALU_a_in <= 1'b0;
			ALU_g_in <= 1'b0;
			ALU_g_out <= 1'b0;
			Done <= 1'b1;
			External_load <= 1'b0;
			ALU_mode <= 2'bxx;
			PC_in <= 1'b0;
			PC_out <= 1'b0;
			RAM_wren <= 1'b0;
			mem_addr <= curr_mem_addr;
			end
		5'b01110: begin 
			Rin <= {num_of_reg{1'b0}};
			Rout <= {num_of_reg{1'b0}};
			ALU_a_in <= 1'b0;
			ALU_g_in <= 1'b0;
			ALU_g_out <= 1'b0;
			Done <= 1'b1;
			External_load <= 1'b1;
			ALU_mode <= 2'bxx;
			PC_in <= 1'b0;
			PC_out <= 1'b0;
			RAM_wren <= 1'b1;
			mem_addr <= last_mem_addr;
			end
		5'b01111: begin
			Rin <= Rxinout; 
			Rout <= {num_of_reg{1'b0}};
			ALU_a_in <= 1'b0;
			ALU_g_in <= 1'b0;
			ALU_g_out <= 1'b0;
			Done <= 1'b1;
			External_load <= 1'b0;
			ALU_mode <= 2'bxx;
			PC_in <= 1'b0;
			PC_out <= 1'b1;
			RAM_wren <= 1'b0;
			mem_addr <= {8{1'bx}};
			end
		5'b10000: begin
			Rin <= {num_of_reg{1'b0}}; 
			Rout <= Rxinout;
			ALU_a_in <= 1'b0;
			ALU_g_in <= 1'b0;
			ALU_g_out <= 1'b0;
			Done <= 1'b1;
			External_load <= 1'b0;
			ALU_mode <= 2'bxx;
			PC_in <= 1'b1;
			PC_out <= 1'b0;
			RAM_wren <= 1'b0;
			mem_addr <= {8{1'bx}};
			end
		endcase
	end
endmodule
module control_circuit
	#(parameter num_of_reg = 16)
	(input [16 - 1 : 0] INSTRUCTION,
	 input clk, reset,
	 output [num_of_reg-1:0] Rin, Rout,
	 output [2-1:0] ALU_mode,
	 output ALU_a_in, ALU_g_in, ALU_g_out, Done, External_load, PC_in, PC_out, RAM_wren,
	 output [8-1:0] RAM_addr);
	 wire [3-1:0] instruction;
	 wire [13-1:0] operand;
	 wire [5-1:0] current_state, next_state;
	 wire [num_of_reg-1:0] curr_Rxinout, curr_Ryinout, last_Rxinout, last_Ryinout;
	 wire [8-1:0] last_mem_addr_wire;
	 assign instruction = INSTRUCTION[16 - 1 : 16 - 3];
	 assign operand = INSTRUCTION[16 - 3 - 1 : 0];
	 Next_state NS(instruction, current_state, next_state);
	 current_state_register CS(next_state, clk, reset, current_state);
	 last_state_output_register #(.num_of_reg(num_of_reg)) Last_Rxinout(curr_Rxinout, clk, reset, last_Rxinout);
	 last_state_output_register #(.num_of_reg(num_of_reg)) Last_Ryinout(curr_Ryinout, clk, reset, last_Ryinout);
	 last_state_output_register #(.num_of_reg(8)) Last_RAM_addr(RAM_addr, clk, reset, last_mem_addr_wire);
	 output_control_signal #(.num_of_reg(num_of_reg)) OUT
		(.operand(operand),
		 .curr(current_state),
		 .last_Rxinout(last_Rxinout), .last_Ryinout(last_Ryinout),
		 .Rin(Rin), .Rout(Rout),
		 .ALU_a_in(ALU_a_in),
		 .ALU_g_in(ALU_g_in),
		 .ALU_g_out(ALU_g_out),
		 .Done(Done),
		 .External_load(External_load),
		 .ALU_mode(ALU_mode),
		 .Rxinout(curr_Rxinout), .Ryinout(curr_Ryinout),
		 .PC_in(PC_in), .PC_out(PC_out), .RAM_wren(RAM_wren),
		 .last_mem_addr(last_mem_addr_wire), .mem_addr(RAM_addr));
endmodule
```

## flow/constraint.sdc

```tcl
current_design control_circuit

set clk_period 1.9
set clk_io_pct 0.2

create_clock -name clk0 -period $clk_period [get_ports {clk}]

set non_clock_inputs [all_inputs -no_clocks]
set_input_delay [expr $clk_period * $clk_io_pct] -clock clk0 $non_clock_inputs
set_output_delay [expr $clk_period * $clk_io_pct] -clock clk0 [all_outputs]
```

## flow/run.sh

```bash
#!/bin/bash
# OpenROAD 26Q1-2900-gdf79404cd8, Yosys 0.63+post, stock flow scripts
make -C /OpenROAD-flow-scripts/flow DESIGN_CONFIG=/design/flow/config.mk WORK_HOME=/design/flow/orfs finish
```

==> impl_table.tex <==
% Implementation results table
\begin{tabular}{lr}
\hline
Metric & Value \\
\hline
\multicolumn{2}{l}{\textbf{Critical path}} \\
Setup crit start kind & flop \\
Worst reg-to-reg path cell count & 5 \\
Capture instance of the worst register-to-register path & CS.curr[1] \\
Endpoint required time on the critical path & 2060 ps \\
Endpoint kind of the worst setup timing path & flop \\
Setup slack on the worst flop-to-flop path & 430 ps \\
Reg-to-reg critical path startpoint & CS.curr[0] \\
Critical Path Fanout Max & 17 \\
Crit path arrival time & 1630 ps \\
CP Class & flop to flop \\
\multicolumn{2}{l}{\textbf{Final timing}} \\
Total negative setup slack & 0 ps \\
Post-layout worst setup margin & 432 ps \\
Actual slew at the worst max-slew pin & 683 ps \\
Register pins left without a clock & 50 \\
Post-layout period usage of the worst path & 0.773 \\
Final Setup Violations & 0 \\
RSZ-0062 raised after global routing & false \\
Endpoints left unconstrained & 100 \\
Top achievable clock speed & 681 MHz \\
Final count of hold timing violations & 0 \\
Time the final worst path needs with I/O delays and setup & 1470 ps \\
Final number of max-transition violations & 0 \\
Remaining max-slew budget at the tightest pin & 0.542 \\
Fin Clk Skew & 0.361 ps \\
\multicolumn{2}{l}{\textbf{Route}} \\
Vias & 2172 \\
Routed length per placed instance & 13.8 um \\
ANT cells & 0 \\
Via density per instance & 5.10 \\
Post-Route WL & 5.89 mm \\
Drt drc & 0 \\
Number of detailed-route iterations in the first pass & 4 \\
DRC marker count from the first detailed-route iteration & 111 \\
Final antenna-violating net count & 0 \\
\multicolumn{2}{l}{\textbf{Floorplan}} \\
Cell row count & 28 \\
Die X-Extent & 81.2 um \\
Core Region & 5990 um\^{}2 \\
Top-level I/O count & 68 \\
Die Area & 6600 um\^{}2 \\
Floorplan Utilization & 0.419 \\
Die Span Y & 81.2 um \\
\multicolumn{2}{l}{\textbf{CTS}} \\
Root buffer selected by CTS & sky130\_fd\_sc\_hd\_\_clkbuf\_8 \\
Number of buffers inserted during clock tree synthesis & 5 \\
Max Root-Sink Buffers & 2 \\
Post-CTS Setup Repair Bufs & 0 \\
Resized Gates After CTS & 0 \\
Clock-pin slew of the registers on the worst-case setup and hold paths & 60 ps \\
H-tree levels & 2 \\
Clock insertion delay at the later pin of the skew report & 270 ps \\
Hold-fix buffers at CTS & 0 \\
CTS tree & done \\
\multicolumn{2}{l}{\textbf{Synth}} \\
Syn Area/Cell & 8.93 um\^{}2 \\
Registers, synthesis & 79 \\
Synthesized instance count & 281 \\
Chip area line of the yosys report & 2510 um\^{}2 \\
Yosys cell count & 281 \\
Commonest register cell after synthesis & sky130\_fd\_sc\_hd\_\_dlxtn\_1 \\
Unique masters post-synth & 38 \\
Fraction of synthesis flops using an asynchronous set or reset pin & 0.0633 \\
Area of the mapped netlist & 2510 um\^{}2 \\
Yosys warning count & 5 \\
Count of library flops with an enable pin & 0 \\
\multicolumn{2}{l}{\textbf{GRT}} \\
Largest net degree at the start of global routing & 51 \\
GRT Resource Usage Total & 0.200 \\
Busiest layer in global routing & met1 \\
Vias in the first global route & 1994 \\
Met1 Use GR & 0.308 \\
Grt met2 use & 0.308 \\
Gr ovfl total & 0 \\
Initial antenna violation count & 0 \\
Global Route met3 Usage & 0.0365 \\
First-pass GRT wire length & 9.78 mm \\
\multicolumn{2}{l}{\textbf{Hold path}} \\
Hold worst-path end & CS.curr[2] \\
Path type of the worst min-delay path & flop to flop \\
Number of stages on the worst hold path & 2 \\
Hold Startpoint & CS.curr[4] \\
\multicolumn{2}{l}{\textbf{Pwr}} \\
Total power density per cell area & 733 nW/um\^{}2 \\
P\_leak & 1.33 nW \\
Maximum VDD drop & 0.594 mV \\
\multicolumn{2}{l}{\textbf{Outcome}} \\
Run status & finished clean \\
\multicolumn{2}{l}{\textbf{Layout}} \\
Flop area & 1360 um\^{}2 \\
Final-layout fill cell count & 539 \\
Area added between synthesis and finish & 33.8\% \\
Fraction of final layout cells with drive strength greater than 1 & 0.131 \\
Post-route insts no fill & 426 \\
Footprint of the multi-input gates & 1060 um\^{}2 \\
\multicolumn{2}{l}{\textbf{Placement}} \\
GPL Wtd Cong & 0.827 \\
Post-detailed-placement half-perimeter wirelength & 4.16 mm \\
Pre-CTS WS & 182 ps \\
Post-placement cell count & 418 \\
IO buf count & 62 \\
\multicolumn{2}{l}{\textbf{Run}} \\
Tool Warnings & 30 \\
Max cap viols & 0 \\
\hline
\end{tabular}
==> logic make-up after synthesis <==
family / count (synthesis) / synth area share
AOI/OAI and AO/OA: 59 / 0.160
xor gates and xnor gates: 3 / 0.0105
buffers and inverters: 19 / 0.0369
DFF: 29 / 0.241
latches: 50 / 0.299
muxes: 9 / 0.0399
and+or+nand+nor: 112 / 0.212
==> stage by stage <==
stage	power (mW)	cell area, um^2	hold slack, ps	util
floorplan	1.63	2510	371	-
global placement	1.92	3260	532	0.544
detailed placement	1.92	3260	532	0.544
CTS	2.49	3360	541	0.561
global route	2.65	3360	558	0.561
finish	2.46	3360	539	0.561
==> final cells by class <==
cell class	count	share of cell area
timing repair buffer	76	0.216
clock inverter	1	0.00149
sequential	79	0.404
clock buffer	7	0.0287
inverter	5	0.00559
multi-input combinational	183	0.317
tap	75	0.0279
==> where the power goes <==
part           switching (mW)  internal (mW)
clock                   0.238          0.327
combinational           0.652          0.412
sequential             0.0865          0.748
total                   0.976           1.49
==> synthesized netlist by cell type, types with 5 or more instances <==
library cell / number / area share
sky130_fd_sc_hd__dlxtn_1: 50 / 0.30
sky130_fd_sc_hd__nand2_1: 33 / 0.049
sky130_fd_sc_hd__nor2_1: 30 / 0.045
sky130_fd_sc_hd__dfxtp_1: 24 / 0.19
sky130_fd_sc_hd__o22ai_1: 19 / 0.047
sky130_fd_sc_hd__nor2b_1: 16 / 0.040
sky130_fd_sc_hd__o21ai_0: 10 / 0.020
sky130_fd_sc_hd__o21ai_2: 10 / 0.035
sky130_fd_sc_hd__mux2_2: 8 / 0.036
sky130_fd_sc_hd__nand2b_1: 8 / 0.020
sky130_fd_sc_hd__nand3_1: 8 / 0.016
sky130_fd_sc_hd__clkbuf_1: 7 / 0.010
sky130_fd_sc_hd__nor3_1: 7 / 0.014
sky130_fd_sc_hd__a21oi_1: 6 / 0.012
sky130_fd_sc_hd__buf_2: 5 / 0.010
sky130_fd_sc_hd__dfrtp_1: 5 / 0.050
sky130_fd_sc_hd__inv_1: 5 / 0.0075
sky130_fd_sc_hd__o211ai_1: 5 / 0.015
==> worst max path at each step <==
stage / startpoint / end / slack (ps) / cells past startpoint
4_1_cts: CS.curr[0] / CS.curr[1] / 420 / 5
5_1_grt: CS.curr[0] / CS.curr[1] / 260 / 5
6_report: CS.curr[0] / CS.curr[1] / 430 / 5
==> metal layers <==
layer / part of all wire / vias to the layer above
li1: - / 1105
met1: 0.47 / 991
met2: 0.47 / 70
met3: 0.049 / 6
met4: 0.011 / 0
met5: 0 / -
==> placed cells by master, fill, tap and decap left out, types with 6 or more instances in the layout <==
master / n
sky130_fd_sc_hd__nor3_1: 7
sky130_fd_sc_hd__o22ai_1: 19
sky130_fd_sc_hd__nor2_1: 30
sky130_fd_sc_hd__nor2b_1: 15
sky130_fd_sc_hd__mux2_2: 8
sky130_fd_sc_hd__o21ai_0: 10
sky130_fd_sc_hd__a21oi_1: 6
sky130_fd_sc_hd__clkbuf_8: 7
sky130_fd_sc_hd__clkdlybuf4s50_1: 62
sky130_fd_sc_hd__dfxtp_1: 24
sky130_fd_sc_hd__nand3_1: 8
sky130_fd_sc_hd__dlxtn_1: 50
sky130_fd_sc_hd__buf_4: 14
sky130_fd_sc_hd__nand2_1: 33
sky130_fd_sc_hd__o21ai_2: 10
sky130_fd_sc_hd__nand2b_1: 8
==> state kept, by name, indices dropped and copies added, names as in the netlist <==
register and flops:
CS.curr 5, OUT.ALU_mode 2, OUT.PC_out 1, OUT.mem_addr 8, OUT.ALU_g_in 1, OUT.Done 1, OUT.External_load 1, OUT.Rin 16
OUT.ALU_g_out 1, OUT.PC_in 1, Last_Rxinout.last_Rinout 16, OUT.RAM_wren 1, OUT.Rout 16, OUT.ALU_a_in 1, Last_RAM_addr.last_Rinout 8
==> critical path, stage by stage, from the launching register on <==
cell and delay, ps:
sky130_fd_sc_hd__dfrtp_1 660, sky130_fd_sc_hd__nand2b_1 200, sky130_fd_sc_hd__buf_4 160, sky130_fd_sc_hd__a21oi_1 50, sky130_fd_sc_hd__a41oi_1 190, sky130_fd_sc_hd__a21oi_1 90
Power figures rest on the tool's default switching activity, not on a simulated workload.
