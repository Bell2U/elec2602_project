[config.mk]
export PLATFORM = sky130hd
export DESIGN_NAME = Reg_plus_tri
export DESIGN_NICKNAME = Reg_plus_tri
export VERILOG_FILES = /design/flow/design.v
export SDC_FILE = /design/flow/constraint.sdc
export NUM_CORES = 4
export LEC_CHECK = 1
export CORE_AREA = 10 10 80 80
export DIE_AREA = 0 0 90 90
[constraint.sdc]
current_design Reg_plus_tri

set clk_period 1.0
set clk_io_pct 0.2

create_clock -name clk0 -period $clk_period [get_ports {clk}]

set non_clock_inputs [all_inputs -no_clocks]
set_input_delay [expr $clk_period * $clk_io_pct] -clock clk0 $non_clock_inputs
set_output_delay [expr $clk_period * $clk_io_pct] -clock clk0 [all_outputs]
[design.v]
module genral_purpose_reg(D, clk, enable, Q);
	parameter D_width = 16 ;
	input [D_width-1:0] D;
	input clk, enable;
	output reg [D_width-1:0] Q;
   always @(posedge clk) 
   begin
   if (enable)
		Q <= D;
   end
endmodule
module tri_buf(a, b, enable);
   parameter a_width = 8 ;
   input [a_width - 1:0] a;
   output reg [a_width - 1:0] b;
   input enable;
   always @ (enable, a) begin
   if (enable)
        b = a;
   else 
        b = {a_width {1'bz}};
   end
endmodule
module ALU_mode_decoder(
	input [2-1:0] ALU_mode,
	output reg Addsub, output_select);
	always @(ALU_mode) begin
		case(ALU_mode)
		2'b00: begin Addsub = 1'b0; output_select = 1'b0; end
		2'b01: begin Addsub = 1'b1; output_select = 1'b0; end
		2'b10: begin Addsub = 1'bx; output_select = 1'b1; end
		default: begin Addsub = 1'bx; output_select = 1'bx; end
		endcase
	end
endmodule
module ALU_output_MUX
	#(parameter input_size = 16)
	(input [input_size-1:0] Adder_in, Xor_in,
	input output_select,
	output [input_size-1:0] out);
	assign out = output_select ? Xor_in : Adder_in;
endmodule
module nbits_fulladder(a, b, c_in, c_out, sum);
	parameter N = 8;
	input [N-1:0] a, b;
	input c_in;
	output reg c_out;
	output reg [N-1:0] sum;
	always@(a or b or c_in) begin
	{c_out, sum} = a + b + c_in;
	end
endmodule
module AUL(a, b, ALU_mode, clk, ain, gin, gout, ALUout);
	parameter N = 16;	 
   input [N-1:0] a, b;
	input [2-1:0] ALU_mode;
   input clk, ain, gin, gout;
	output [N-1:0] ALUout;
   wire [N-1:0] inverted_b, bout, sum, aout, Gout_to_tri, Xored, output_to_G;
	wire addsub, output_select;
	genral_purpose_reg #(.D_width(N)) A(a, clk, ain, aout);	 
	ALU_mode_decoder ModeDecoder(ALU_mode, addsub, output_select);
	nbits_fulladder #(.N(N)) nfa(aout, bout, addsub, c_out, sum);
	ALU_output_MUX #(.input_size(N)) OutMux(.Adder_in(sum), .Xor_in(Xored),
												.output_select(output_select), .out(output_to_G));
	genral_purpose_reg #(.D_width(N)) G(output_to_G, clk, gin, Gout_to_tri);
	tri_buf #(.a_width(N)) G_tb(Gout_to_tri, ALUout, gout);
	assign inverted_b = ~b;
   assign bout = addsub ? inverted_b : b;
	assign Xored = aout ^ b;
endmodule
module Reg_plus_tri(in, clk, Rin, Rout, out);
	input [16-1:0] in;
	input clk, Rin, Rout;
	output [16-1:0] out;
	wire [16-1:0] Q;
	genral_purpose_reg #(.D_width(16)) Reg(in, clk, Rin, Q);
	tri_buf #(.a_width(16)) Tri(Q, out, Rout);
endmodule
module my_chip
	(input [16-1:0] external_INSTRUCTION,
	 input clk, memory_clk, reset, mode_sel);
	wire [16-1:0] Rin, Rout;
	wire [2-1:0] ALU_mode;
	wire ALU_a_in, ALU_g_in, ALU_g_out, Done, External_load, PC_in, PC_out, RAM_wren;
	wire [16-1:0] Bus, INSTRUCTION, internal_INSTRUCTION, PC_addr_output_padded;
	wire [8-1:0] Addr_bus, PC_addr_output, CC_addr_output;
	wire enable_signal, read_enable;
	genvar i;
	generate
		for (i = 0; i < 16; i = i + 1) begin: CPU_registers
			Reg_plus_tri R(Bus, clk, Rin[i], Rout[i], Bus);
		end
	endgenerate
	AUL #(.N(16)) alu(Bus, Bus, ALU_mode, clk, ALU_a_in, ALU_g_in, ALU_g_out, Bus);
	tri_buf #(.a_width(16)) External_load_tri_buff(INSTRUCTION, Bus, External_load);
	Program_counter PC(
	.PC_in(PC_in),	.Done(Done), .PC_clk(clk), .reset(mode_sel),
	.Data_bus(Bus),
	.addr(PC_addr_output));
	tri_buf #(.a_width(8)) PC_addr_to_addrBus_tri(PC_addr_output, Addr_bus, read_enable);
	tri_buf #(.a_width(8)) PC_addr_to_Bus_tri(PC_addr_output_padded, Bus, PC_out);
	ram1 program_memory(.address(Addr_bus),
	.clock(memory_clk),
	.data(Bus),
	.wren(RAM_wren),
	.q(internal_INSTRUCTION));
	control_circuit #(.num_of_reg(16)) CC
	(.INSTRUCTION(INSTRUCTION),
	 .clk(clk), .reset(reset),
	 .Rin(Rin), .Rout(Rout),
	 .ALU_a_in(ALU_a_in), .ALU_g_in(ALU_g_in), .ALU_g_out(ALU_g_out),
	 .Done(Done), .External_load(External_load), .ALU_mode(ALU_mode),
	 .PC_in(PC_in), .PC_out(PC_out), .RAM_wren(RAM_wren), .RAM_addr(CC_addr_output));
	 tri_buf #(.a_width(8)) CC_addr_tri(CC_addr_output, Addr_bus, RAM_wren);
	assign enable_signal = 1'b1;
	assign read_enable = ~RAM_wren;
	assign INSTRUCTION = mode_sel ? external_INSTRUCTION : internal_INSTRUCTION;
	assign PC_addr_output_padded = {8'b0000_0000, PC_addr_output};
endmodule
[run.sh]
#!/bin/bash
# OpenROAD 26Q1-2900-gdf79404cd8, Yosys 0.63+post, stock flow scripts
make -C /OpenROAD-flow-scripts/flow DESIGN_CONFIG=/design/flow/config.mk WORK_HOME=/design/flow/orfs finish
==> metrics.csv <==
metric,value,unit
outcome,"finished, final reports clean",
Final Hold Viols,0,
Antenna diodes,0,
yosys cell count,16,
crit-path max FO,1,
tool warnings,26,
CP cell instances,buf_2,
Root Driver,clkbuf_8,
Synth Area per Inst,30.0,µm²
Peak VDD IR,0.000369,V
ANT nets after route,0,
Yosys warnings,3,
initial antenna violation count,0,
RSZ-0062 raised after global routing,false,
P per Cell Area,1570,mW/mm²
setup repair bufs after CTS,0,
Setup crit end,out[11],
drt drc,0,
Tightest Hold Check Type,primary input to register,
WP data required,800,ps
"Worst Setup Slack, final",72.3,ps
YS chip area,480,µm²
#MultiIn Comb,0,
Slew HR,93.1,%
Layout area overhead,81.2,%
Vias,297,
post-route minimum period,928,ps
stages on the worst setup path,1,
crit path max-delay cell type,edfxtp_1,
Placement Cell Area,910,µm²
"Reg clk slew, reported paths",50,ps
Worst Tran Pin Value,104,ps
placer congestion estimate,0.664,
Startpoint Class,register,
detailed-route wire length,1300,µm
share of layout cells above drive strength 1,38.9,%
post-cts sizing count,39,
CTS tree,built,
CTS Hold Bufs,0,
Die X,90,µm
Placement Setup Slack,-160,ps
Leakage,0.319,nW
Worst path top cell family by delay,flip-flops,
Commonest Layout Cell,clkdlybuf4s50_1,
Die ar.,0.00810,mm²
initial DRC count,7,
max cap viols,0,
Top Layout Cells,"clkdlybuf4s50_1, edfxtp_1, clkbuf_2",
TritonCTS Buffers,3,
post-DR wirelength/cell,10.8,µm
Detailed Routing Iterations Pass 1,2,
TNS Setup,0,ps
vias in the first global route,339,
total grt overflow,0,
critical path capture point type,primary output,
comb. cell area,0,µm²
part of the cycle the worst path needs,92.8,%
biggest regs,Reg.Q: 16 flops,
WP data arrival,730,ps
Bufs and invs on worst path,1,
Max Fclk,1.08,GHz
final core occ,18.4,%
Netlist cell types,1,
die height,90,µm
max-slew violation count,0,
IO Pins,35,
Mapped Area,480,µm²
I/O Buffers,33,
dpl hpwl,1140,µm
ys flops,16,
endpoints failing setup,0,
via density per instance,2.45,
Final Instance Area,871,µm²
Clock Sinks,16,
H-tree levels,1,
core area,0.00472,mm²
register area share after synthesis,100,%
Synth Instances,16,
Row Count,25,
CP startpoint,Reg.Q[11]$_DFFE_PP_,
Final Power,1.37,mW
Biggest register,Reg.Q,
largest net degree at the start of global routing,9,
first-pass GRT wire length,1940,µm
floorplan core density,10.2,%
Setup CP Type,register to primary output,
Worst path max stage delay,370,ps
All-Layer GR Usage,2.99,%
CTS Buffer Depth,2,
max reg flops,16,
-- cells by family (layout without fill, tap and decap cells) --
group | Yosys count | in the layout | share of synthesized area (%)
flip-flops | 16 | 16 | 100
buffers and inverters | 0 | 38 | 0
-- area by class of cell --
class / instances / area, µm²
repair buffers: 35 / 265
flip-flops and latches: 16 / 480
well taps: 67 / 83.8
clock buffers: 3 / 41.3
fillers: 509 / 3850
-- per-layer routing --
metal / GRT usage (%) / vias to the layer above / part of all wire, %
li1: - / 141 / -
met1: 3.53 / 135 / 42
met2: 5.02 / 19 / 49
met3: 0.754 / 2 / 5.1
met4: 1.33 / 0 / 3.7
met5: 0 / - / 0
-- cells in the mapped netlist --
library cell	n	share of area (%)
edfxtp_1	16	100
-- worst min-delay path by stage --
stage	startpoint	to	slack, ps	depth (start not counted)
6_report	in[3]	Reg.Q[3]$_DFFE_PP_	510	1
4_1_cts	in[3]	Reg.Q[3]$_DFFE_PP_	510	1
5_1_grt	in[11]	Reg.Q[11]$_DFFE_PP_	510	1
-- metrics by stage --
step	instances	hold WS, ps
final	121	514
after global routing	121	510
after CTS	121	508
after detailed placement	118	758
after global placement	118	761
after floorplan	16	299
-- power breakdown --
group	total (mW)	internal, mW	switching, mW
clock	0.437	0.265	0.171
combinational	0.124	0.0931	0.0306
sequential	0.810	0.798	0.0127
total	1.37	1.16	0.215
Power and IR drop assume default switching activity.
